### design/flow/design.v
module FIFO #(parameter MEMROY_SIZE = 16, parameter UNIT_SIZE = 8) (
    input clk, n_rst, push, pop,
    input [UNIT_SIZE - 1:0] data_in,
    output valid, buff_full, 
    output [UNIT_SIZE - 1:0] data_out);
    reg [MEMROY_SIZE-1:0][UNIT_SIZE-1:0] buffer;
    parameter COUNT_SIZE = $clog2(MEMROY_SIZE);
    reg [COUNT_SIZE:0] wr_ptr, re_ptr;
    reg last_comm;
    wire can_push, can_pop;
    initial begin
        buffer      <= 0;
        wr_ptr      <= 0;
        re_ptr      <= 0;
        last_comm   <= 1'b1;
    end
    always @(posedge clk, negedge n_rst) begin
        if (~n_rst) begin
            buffer      <= 0;
            wr_ptr      <= 0;
            re_ptr      <= 0;
            last_comm   <= 1'b1;   
        end else begin
            if (can_pop) re_ptr <= (re_ptr < MEMROY_SIZE - 1) ? re_ptr + 1 : 0;  
            if (can_push) begin  
                buffer[wr_ptr] <= data_in;
                wr_ptr <= (wr_ptr < MEMROY_SIZE - 1) ? wr_ptr + 1 : 0;
            end
            last_comm <= (push^pop) ? pop : last_comm;
        end
    end
    assign can_pop      = pop&valid;
    assign can_push     = push&(pop ? can_pop : ~buff_full);
    assign buff_full    = (~|(wr_ptr^re_ptr))&(~last_comm);   
    assign data_out     = buffer[re_ptr];
    assign valid        = ~((~|(wr_ptr^re_ptr))&last_comm);      
endmodule
module UART_RX #(
    parameter BAUD_RATE     = 115_200,
    parameter CLOCK_FREQ    = 12_000_000
) (
    input clk, 
    input n_rst, 
    input done,
    input rx,
    output [7:0] data_out,
    output data_ready);
    parameter HALF_CLK_COUNT    = CLOCK_FREQ / (BAUD_RATE*2) - 1;
    parameter CLK_COUNT         = CLOCK_FREQ / (BAUD_RATE) - 1;
    parameter CLK_COUNT_WIDTH   = $clog2(CLK_COUNT);
    parameter IDLE = 2'h0, START_BIT = 2'h1, DATA_BITS = 2'h2, STOP_BIT = 2'h3;
    reg [1:0] state, next_state;
    reg data_ready_reg;
    reg [CLK_COUNT_WIDTH:0] clk_counter;
    reg [2:0] data_bits_counter;
    reg [7:0] data, data_buff;
    initial begin
        state               = IDLE;
        clk_counter         = 0;
        data_bits_counter   = 0;
        data                = 0;
        data_buff           = 0;
        data_ready_reg      = 0;
    end
    always_comb begin
        case (state)
            IDLE        : next_state = rx                                                  ? IDLE                      : START_BIT;
            START_BIT   : next_state = (HALF_CLK_COUNT == clk_counter)                     ? (rx ? IDLE : DATA_BITS)   : START_BIT;
            DATA_BITS   : next_state = ((CLK_COUNT == clk_counter)&(&data_bits_counter))   ? STOP_BIT                  : DATA_BITS;
            STOP_BIT    : next_state = (CLK_COUNT + HALF_CLK_COUNT == clk_counter)         ? IDLE                      : STOP_BIT;
            default     : next_state = IDLE;
        endcase
    end
    always @(posedge clk) begin
        if (~n_rst) begin
            state               <= IDLE;
            clk_counter         <= 0;
            data_bits_counter   <= 0;
            data                <= 0;
            data_ready_reg      <= 0;
        end else begin 
            if (state == IDLE) begin
                clk_counter         <= 0;
                data_bits_counter   <= 0;
                data_ready_reg      <= (done | (next_state == START_BIT)) ? 1'b0 : data_ready_reg;
            end else if (state == START_BIT) begin
                clk_counter <= (HALF_CLK_COUNT == clk_counter) ? 0 : clk_counter + 1;
            end else if (state == DATA_BITS) begin
                if (CLK_COUNT == clk_counter) begin
                    data_buff[data_bits_counter]    <= rx;
                    data_bits_counter               <= data_bits_counter + 1;
                end     
                clk_counter <= (CLK_COUNT == clk_counter) ? 0 : clk_counter + 1;
            end else if (state == STOP_BIT) begin
                if (next_state == IDLE) begin
                    data_ready_reg <= 1'b1;
                    data <= data_buff;
                end
                clk_counter <= clk_counter + 1;
            end
            state <= next_state;
        end
    end
    assign data_out     = data;
    assign data_ready   = data_ready_reg & (state == IDLE);
endmodule
module UART_TOP #(
    parameter RX_BUFFER_SIZE = 8,
    parameter TX_BUFFER_SIZE = 8,
    parameter CLK_FRQ        = 12_000_000,
    parameter UART_BOUAD     = 115_200) 
(
    input clk,             
    input n_rst,           
    input rx,              
    input [7:0] data_in,    
    input data_in_sync,    
    input data_out_sync,   
    output tx,             
    output [7:0] data_out,  
    output full_out,       
    output valid_out,      
    output full_in);
    wire data_ready_tx;
    wire [7:0] data_from_rx, data_to_tx;
	wire tx_busy, rx_data_ready;
    reg tx_pop, tx_send, rx_done, rx_push;
    FIFO #(RX_BUFFER_SIZE, 8) rx_buffer (.clk        (clk),
                                         .n_rst      (n_rst),
                                         .push       (rx_push),
                                         .pop        (data_out_sync),
                                         .data_in    (data_from_rx), 
                                         .data_out   (data_out),
                                         .valid      (valid_out),
                                         .buff_full  (full_out));
    FIFO #(TX_BUFFER_SIZE, 8) tx_buffer (.clk        (clk),
                                         .n_rst      (n_rst),
                                         .push       (data_in_sync), 
                                         .pop        (tx_pop),
                                         .data_in    (data_in), 
                                         .data_out   (data_to_tx),
                                         .valid      (data_ready_tx),
                                         .buff_full  (full_in));
    initial begin
        tx_pop  <= 1'b0;
        tx_send <= 1'b0; 
        rx_done <= 1'b0; 
        rx_push <= 1'b0;
    end
    UART_TX #(.BAUD_RATE(UART_BOUAD),
              .CLOCK_FREQ(CLK_FRQ))
            tx_module (.clk         (clk),
                       .n_rst       (n_rst),
                       .send        (tx_send),
                       .data        (data_to_tx),
                       .tx          (tx),
                       .busy        (tx_busy)); 
    UART_RX #(.BAUD_RATE(UART_BOUAD),
              .CLOCK_FREQ(CLK_FRQ))
            rx_module (.clk         (clk),
                       .n_rst       (n_rst),
                       .done        (rx_push), 
                       .rx          (rx),
                       .data_out    (data_from_rx),
                       .data_ready  (rx_data_ready)); 
    always @(posedge clk) begin  
        if (data_ready_tx&&(~tx_busy)) begin
            tx_send <= 1'b1;
            tx_pop  <= 1'b1; 
        end else begin
            tx_send <= 1'b0;
            tx_pop  <= 1'b0;
        end
    end
    always @(posedge clk) begin  
        if (rx_data_ready) begin
            rx_done <= 1'b1;
            rx_push <= 1'b1;
        end else begin
            rx_done <= 1'b0;
            rx_push <= 1'b0;
        end
    end
endmodule
module UART_TX #(
    parameter BAUD_RATE     = 115_200,
    parameter CLOCK_FREQ    = 12_000_000
) (
    input clk, n_rst, send,
    input [7:0] data,
    output tx, busy);
    parameter CLK_COUNT         = CLOCK_FREQ / (BAUD_RATE) - 1;
    parameter CLK_COUNT_WIDTH   = $clog2(CLK_COUNT);
    parameter IDLE = 2'h0, START_BIT = 2'h1, DATA_BITS = 2'h2, STOP_BIT = 2'h3;
    reg [1:0] state, next_state;
    reg [2:0] data_bits_counter;
    reg start_sending;
    reg [7:0] data_to_send;
    reg [CLK_COUNT_WIDTH:0] clk_counter;
    initial begin
        state               <= IDLE;
        data_bits_counter   <= 3'h0;
        clk_counter         <= 0;
        start_sending       <= 1'b0; 
    end
    always @(*) begin 
        case (state)
            IDLE        : next_state <= send                                                ? START_BIT : IDLE ;
            START_BIT   : next_state <= (CLK_COUNT == clk_counter)                          ? DATA_BITS : START_BIT;
            DATA_BITS   : next_state <= ((CLK_COUNT == clk_counter)&(&data_bits_counter))   ? STOP_BIT  : DATA_BITS;
            STOP_BIT    : next_state <= (CLK_COUNT == clk_counter)                          ? IDLE      : STOP_BIT;
            default     : next_state <= IDLE;
        endcase   
    end
    always @(posedge clk) begin
        if (~n_rst) begin 
            data_bits_counter   <= 3'h0;
            clk_counter         <= 0;
            start_sending       <= 1'b0; 
        end else begin 
            if (state == IDLE) begin
                data_bits_counter   <= 0;
                clk_counter         <= 0;
                data_to_send        <= data;
            end else if (state == START_BIT) begin
                clk_counter <= (CLK_COUNT == clk_counter) ? 0 : clk_counter + 1;
            end else if (state == DATA_BITS) begin
                if (CLK_COUNT == clk_counter) begin
                    data_bits_counter <= data_bits_counter + 1;
                end     
                clk_counter <= (CLK_COUNT == clk_counter) ? 0 : clk_counter + 1;
            end else if (state == STOP_BIT) begin
                clk_counter <= clk_counter + 1;
            end
            state <= next_state;
        end
    end
    assign tx   = (state == IDLE || state == STOP_BIT) ? 1'b1 : ((state == START_BIT) ? 1'b0 : data_to_send[data_bits_counter]);
    assign busy = (|state)|start_sending;  
endmodule
### design/flow/run.sh
#!/bin/bash
# OpenROAD 26Q1-2900-gdf79404cd8, Yosys 0.63+post, stock flow scripts
make -C /OpenROAD-flow-scripts/flow DESIGN_CONFIG=/design/flow/config.mk WORK_HOME=/design/flow/orfs finish
### design/flow/config.mk
export PLATFORM = sky130hd
export DESIGN_NAME = UART_TOP
export DESIGN_NICKNAME = UART_TOP
export VERILOG_FILES = /design/flow/design.v
export SDC_FILE = /design/flow/constraint.sdc
export NUM_CORES = 4
export LEC_CHECK = 1
export CORE_UTILIZATION = 30
### design/flow/constraint.sdc
current_design UART_TOP

set clk_period 3.8
set clk_io_pct 0.2

create_clock -name clk0 -period $clk_period [get_ports {clk}]

set non_clock_inputs [all_inputs -no_clocks]
set_input_delay [expr $clk_period * $clk_io_pct] -clock clk0 $non_clock_inputs
set_output_delay [expr $clk_period * $clk_io_pct] -clock clk0 [all_outputs]
==> flow_summary.toml <==
# generated from flow reports
[clock_tree]
cts_resized = 0
numCtsBuffers = 17
cts_tree = "yes"
holdBufCountCts = 0
path_clk_slew_ns = 0.08
cts_setup_buffers = 0
htree_levels = 4
worstSkewPairLatency_ns = 0.43
clock_path_buffers = 2
clock-sinks = 199
cts_root_buffer = "clkbuf_16"

[final_timing]
setup_ws_ns = 0.627
max_freq_mhz = 315
hold_violations = 0
setup_viol = 0
slew_violations = 0
period_used_share = 0.835
finalClockSkew_ns = 0.0160
finalSetupTns_ns = 0
period_minus_slack_ns = 3.17
rsz0062_at_grt = "false"
worst_slew_pin_slew_ns = 0.817
slew_headroom = 0.452

[flow_run]
warnings = 39
max-cap-violations = 0

[floorplanning]
die_area_sq_um = 33400
fp_util = 0.308
pin_count = 25
die_y_um = 183
coreArea_sq_um = 31800
num_rows = 65
die_x_um = 183

[routing]
drtPass1Iterations = 5
dr_total_vias = 5952
drc = 0
via_per_inst = 4.88
first_iter_violations = 232
n_antenna_cell = 0
ant_nets = 0
routed_wl_um = 18800
wl_per_cell_um = 15.4

[power_and_ir_drop]
power.total_uw = 7040
pwr-share-seq = 0.415
internal_power_uw = 4630
peakVddDrop_mv = 0.285
power_density_nw_per_um2 = 632
power_frac_clock = 0.262
pwr-share-comb = 0.323
sw_frac_of_total = 0.343
p_leak_uw = 0.00467
net-switching-power_uw = 2410

[yosys]
yosys_area_sq_um = 9790
ff_type = "dfrtp_1"
ys_types = 68
synth_area_sq_um = 9790
syn_area_per_cell_sq_um = 13.1
ys_cells = 750
synth_cells = 750
yosysWarnings = 4
ys_ff = 199
synthArstFlopShare = 0.734
synth_seq_share = 0.500
edf_count = 18

[global_routing]
grt_pass1_vias = 6027
grt.met2_usage = 0.191
grt_max_degree = 96
overflow = 0
antenna_found_initial = 1
grt_pass1_wl_um = 32200
grt.total_usage = 0.123
busiest_layer = "met2"
grtUsageMet3 = 0.0344
use_met1 = 0.185

[outcome]
outcome = "finished clean"

[layout]
layout-drive-gt1-share = 0.262
top_regs = "rx_buffer.buffer (64), tx_buffer.buffer (64)"
syn_to_final_growth_pct = 13.7
final_util = 0.350

[critical_path]
cp_data_required_time_ns = 3.04
critPathArrivalTime_ns = 2.41
worstSetupStartpointType = "register"
path_class = "reg2out"
crit_fanout = 21
cp-end-kind = "output pin"

[place]
dp_slack_ns = 1.00
gp_congestion = 0.811
port_buffers = 24
dp_hpwl_um = 12600

[hold_path]
hold_path_class = "in2async"
## final timing paths
path / startpoint / depth (start not counted) / slack (ns) / to
max in group asynchronous: n_rst / 2 / 2.55 / rx_buffer.last_comm
min in group clk0: rx_module.data_ready_reg / 1 / 0.47 / rx_push
min: n_rst / 1 / 0.31 / tx_buffer.buffer[55]
min reg2reg: rx_module.data_ready_reg / 1 / 0.47 / rx_push
max: rx_buffer.re_ptr[0] / 5 / 0.63 / data_out[4]
max reg2reg: tx_buffer.wr_ptr[0] / 6 / 1.06 / tx_buffer.buffer[13]
## metal layers
layer / share of wire / wire [um]
met1: 0.47 / 8910
met2: 0.46 / 8710
met3: 0.053 / 1010
met4: 0.0099 / 187
met5: 0.00064 / 12
## Yosys cell counts (6+ instances only)
| cell type | number | area [sq um] |
|---|---|---|
| dfxtp_1 | 35 | 701 |
| nor3_1 | 6 | 30.0 |
| a22o_1 | 34 | 298 |
| edfxtp_1 | 18 | 541 |
| dfrtp_1 | 144 | 3600 |
| o21ai_1 | 6 | 30.0 |
| a21oi_1 | 17 | 85.1 |
| mux4_2 | 34 | 766 |
| nand2b_1 | 6 | 37.5 |
| mux2_2 | 107 | 1200 |
| o21ai_0 | 9 | 45.0 |
| nand2_1 | 42 | 158 |
| inv_1 | 23 | 86.3 |
| xnor2_1 | 18 | 158 |
| nor2_1 | 50 | 188 |
| nand3_1 | 9 | 45.0 |
| nor2b_1 | 12 | 75.1 |
| clkbuf_1 | 11 | 41.3 |
| xor2_1 | 11 | 96.3 |
| ha_1 | 28 | 350 |
| buf_2 | 12 | 60.1 |
| mux2i_1 | 26 | 260 |
## cell usage in the layout (no fill, tap or decap), drive strengths merged, types with 10 or more instances in the layout
master / Yosys / routed
a211oi: 10 / 10
a21oi: 17 / 17
a22o: 34 / 34
clkbuf: 11 / 18
clkdlybuf4s50: 0 / 23
dfrtp: 144 / 144
dfxtp: 35 / 35
edfxtp: 18 / 18
ha: 28 / 28
inv: 23 / 29
mux2: 108 / 108
mux2i: 26 / 26
mux4: 34 / 34
nand2: 42 / 42
nand3: 10 / 10
nor2: 50 / 50
nor2b: 12 / 12
o21ai: 15 / 15
xnor2: 19 / 19
xor2: 11 / 11
## worst max-delay path: stages (launching register included)
cell	delay (ns)
dfrtp_1	0.33
buf_4	0.35
mux4_2	0.56
mux2i_1	0.24
nor2_1	0.08
clkdlybuf4s50_1	0.41
## kinds of logic (layout without fill, tap and decap cells)
logic type               count (synthesis)  after routing  share of synthesized area
flip-flops                             199            199                      0.500
XOR/XNOR                                30             30                     0.0287
multiplexers                           168            168                      0.229
AND-OR/OR-AND                          105            105                     0.0947
AND/OR/NAND/NOR                        166            166                     0.0875
adder cells (fa/ha/maj)                 29             29                     0.0368
buffers and inverters                   53             88                     0.0234
## through the flow
step	std cells	hold WS, ns	area (sq um)
2_1_floorplan	750	0.429	9790
3_3_place_gp	1188	0.447	10500
3_5_place_dp	1188	0.450	10500
4_1_cts	1220	0.329	11100
5_1_grt	1220	0.355	11100
6_report	1220	0.311	11100
## power groups by stage
stage | clock network (uW) | registers (uW) | logic, uW
CTS | 1910 | 2920 | 2300
global route | 1980 | 2990 | 2520
finish | 1850 | 2920 | 2270
## final cells by class
cell class,count,area [sq um]
inverter,24,90.1
clock buffer,18,439
sequential,199,4900
tap,435,544
timing repair buffer,32,314
multi-input combinational,498,4670
fill,3032,20700
clock inverter,14,179
No activity file was given, so power comes from the tool's default toggle rates.
