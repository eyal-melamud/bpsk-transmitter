### flow/design.v
module BPSK_MODULE #(parameter CLOCK_IN=20_000_000,
                     parameter CLOCK_CARRIER=64_000,
                     parameter DATA_WIDTH=8,
                     parameter CYCLE_COUNT=4) (
    input clk, 
    input n_rst,
    input [DATA_WIDTH-1:0] data_in,
    output wave_out,
    output data_finish);
    parameter CYCLE_COUNT_FULL  = 2*CYCLE_COUNT;
    parameter CLK_DIV_COUNT     = CLOCK_IN/(CLOCK_CARRIER*2);
    parameter CLK_DIV_WIDTH     = $clog2(CLK_DIV_COUNT);
    parameter CYCLE_WIDTH       = $clog2(CYCLE_COUNT_FULL);
    parameter DATA_COUNT        = $clog2(DATA_WIDTH);
    reg [CLK_DIV_WIDTH-1:0] clk_counter;
    reg [CYCLE_WIDTH-1:0]   cycle_counter;
    reg [DATA_COUNT-1:0]    data_counter;
    reg carrier_reg, faze, last_data;
    initial begin
        clk_counter     <= 0;
        cycle_counter   <= 0;
        data_counter    <= 0;
        carrier_reg     <= 0;
        faze            <= 0;
        last_data       <= 0;
    end
    always @(posedge clk) begin
        if (~n_rst) begin
            clk_counter     <= 0;
            cycle_counter   <= 0;
            data_counter    <= 0;
            carrier_reg     <= 0;
            faze            <= data_in[0];
            last_data       <= data_in[0];
        end else begin
            if (clk_counter + 1 == CLK_DIV_COUNT) begin
                carrier_reg <= ~carrier_reg;
                if (cycle_counter + 1 == CYCLE_COUNT_FULL) begin
                    faze            <= (last_data ^ data_in[data_counter]) ? ~faze : faze;
                    last_data       <= data_in[data_counter];
                    data_counter    <= (data_counter + 1 >= DATA_WIDTH) ? 0 : data_counter + 1;
                end
                cycle_counter <= (cycle_counter + 1 >= CYCLE_COUNT_FULL) ? 0 : cycle_counter + 1;
            end
            clk_counter <= (clk_counter + 1 >= CLK_DIV_COUNT) ? 0 : clk_counter + 1;
        end
    end
    assign data_finish  = (data_counter == (DATA_WIDTH-1)) & (cycle_counter == (CYCLE_COUNT_FULL-1)) & (clk_counter + 1 == CLK_DIV_COUNT);
    assign wave_out     = carrier_reg ^ faze;
endmodule
### flow/run.sh
#!/bin/bash
# OpenROAD 26Q1-2900-gdf79404cd8, Yosys 0.63+post, stock flow scripts
make -C /OpenROAD-flow-scripts/flow DESIGN_CONFIG=/design/flow/config.mk WORK_HOME=/design/flow/orfs finish
### flow/config.mk
export PLATFORM = sky130hd
export DESIGN_NAME = BPSK_MODULE
export DESIGN_NICKNAME = BPSK_MODULE
export VERILOG_FILES = /design/flow/design.v
export SDC_FILE = /design/flow/constraint.sdc
export NUM_CORES = 4
export LEC_CHECK = 1
export CORE_AREA = 10 10 85 85
export DIE_AREA = 0 0 95 95
### flow/constraint.sdc
current_design BPSK_MODULE

set clk_period 3.0
set clk_io_pct 0.2

create_clock -name clk0 -period $clk_period [get_ports {clk}]

set non_clock_inputs [all_inputs -no_clocks]
set_input_delay [expr $clk_period * $clk_io_pct] -clock clk0 $non_clock_inputs
set_output_delay [expr $clk_period * $clk_io_pct] -clock clk0 [all_outputs]
==> impl_metrics.json <==
{
  "outcome": "complete, no violations",
  "overflow": 0,
  "dr.pass1.iters": 3,
  "io_pins": 12,
  "synth-seq-cells": 17,
  "clock_latency_ns": 0.25,
  "ys.warnings.count": 1,
  "critPathLaunchType": "flip-flop",
  "routed_wl_um": 1810,
  "coreArea_mm2": 0.00547,
  "synth_cells": 104,
  "cts_buffers": 3,
  "setup_slack_ns": 0.191,
  "fmax_mhz": 356,
  "crit_family": "simple AND/OR/NAND/NOR gates",
  "dieHeight_um": 95,
  "rsz0062_at_grt": "no",
  "edf_count": 2,
  "drive_above_1_share_pct": 10.2,
  "synthDistinctLibCells": 32,
  "grt_pass1_wl_um": 3150,
  "antenna_found_initial": 0,
  "hp-class": "flip-flop to flip-flop",
  "dpl.hpwl_um": 1370,
  "endpoint_kind": "output port",
  "top_register": "clk_counter",
  "cts_buffer_depth": 2,
  "cpPeakStageDelay_ns": 0.46,
  "via_per_inst": 3.93,
  "worstMarginPinSlew_ns": 0.422,
  "first_global_vias": 711,
  "slowest_stage": "clkdlybuf4s50_1",
  "syn2layout_area_growth_pct": 25.6,
  "fin_setup_tns_ns": 0,
  "worstPathArrival_ns": 2.21,
  "yosysChipArea_um2": 991,
  "fin_crit_ns": 2.81,
  "timing.slew.headroom_pct": 71.7,
  "dieWidth_um": 95,
  "path_buffers": 1,
  "place_ws_ns": 0.298,
  "cp_max_fo": 9,
  "place.gp.congestion": 0.817,
  "period_used_pct": 93.6,
  "clock_sinks": 17,
  "groute.usage.overall_pct": 4.27,
  "ir_drop_uv": 107,
  "clock_skew_ns": 0.00127,
  "cap_violations": 0,
  "warnings": 25,
  "largest_reg_flops": 8,
  "ys.flop_type": "dfxtp_1",
  "rows": 27,
  "vias": 746,
  "hold_viol_final": 0,
  "syn_avg_cell_area_um2": 9.53,
  "critPathRequiredTime_ns": 2.40,
  "fp_util_pct": 18.1,
  "cts_tree": "done",
  "grt_max_degree": 21,
  "crit_path_cell_trace": "ha_4, nand4bb_1, a211oi_2, o221ai_2, nor2_2, and3_1, clkdlybuf4s50_1",
  "syn_area_um2": 991,
  "crit_type": "flip-flop to output port",
  "ys_cells": 104,
  "clockRootBuffer": "clkbuf_8",
  "cts_setup_buffers": 0,
  "reg_top3": "clk_counter: 8 flops, cycle_counter: 3 flops, data_counter: 3 flops",
  "ys_async_sr_fraction_pct": 0,
  "htree_num_levels": 1,
  "finalSetupViolCount": 0,
  "power_density_mw_per_mm2": 363,
  "dieArea_mm2": 0.00903,
  "synth_seq_share_pct": 36.4,
  "route.detailed.drc": 0,
  "ant_nets": 0,
  "wl_per_cell_um": 9.51,
  "p_leak_nw": 0.429,
  "worst_hold_slack_ns": 0.476,
  "dr.first_iter.drc_count": 28,
  "drv_slew": 0,
  "clkTransAtPathRegs_ns": 0.06,
  "numPortBuffers": 11,
  "n_antenna_cell": 0
}
[logic make-up after synthesis]
family	count (synthesis)	share of synthesized area [%]
AOI/OAI and AO/OA	10	8.33
muxes	10	12.6
xor gates and xnor gates	8	7.07
and+or+nand+nor	48	26.3
adders and majority gates	5	6.31
DFF	17	36.4
buffers and inverters	6	3.03
[final cells by class]
class	count	area, um^2
Clock buffer	4	45.0
Fill cell	598	4230
Inverter	3	11.3
Multi-Input combinational cell	81	613
Sequential cell	17	360
Tap cell	72	90.1
Timing Repair Buffer	13	125
[Yosys cell counts (2+ instances only)]
| master | n | area [um^2] |
|---|---|---|
| mux2i_1 | 8 | 80.1 |
| a21oi_1 | 3 | 15.0 |
| ha_1 | 5 | 62.6 |
| xnor2_1 | 5 | 43.8 |
| nand2b_1 | 6 | 37.5 |
| xor2_1 | 3 | 26.3 |
| nand4_1 | 3 | 18.8 |
| clkbuf_1 | 2 | 7.51 |
| edfxtp_1 | 2 | 60.1 |
| dfxtp_1 | 15 | 300 |
| nand2_1 | 12 | 45.0 |
| mux4_2 | 2 | 45.0 |
| nor2_1 | 11 | 41.3 |
| inv_1 | 3 | 11.3 |
| nand3_1 | 7 | 35.0 |
[worst reg2reg max path: cells and delay by family, from the launching register on]
family / cells / cell delay, ns
AOI/OAI and AO/OA: 3 / 0.62
adders and majority gates: 1 / 0.21
DFF: 1 / 0.36
and+or+nand+nor: 2 / 0.66
[worst paths after layout]
check                           slack (ns)                          start  cells after the start                       endpoint
worst max-delay path                  0.19      clk_counter[0]$_SDFF_PP0_                      7                    data_finish
worst min-delay path                  0.48  cycle_counter[1]$_SDFFE_PN0P_                      2  cycle_counter[1]$_SDFFE_PN0P_
worst max register to register        0.87      clk_counter[0]$_SDFF_PP0_                      6                 faze$_DFFE_PP_
worst min register to register        0.48  cycle_counter[1]$_SDFFE_PN0P_                      2  cycle_counter[1]$_SDFFE_PN0P_
[layout by cell type (no fill, tap or decap)]
| cell type | n |
|---|---|
| a211oi_2 | 1 |
| a21bo_1 | 1 |
| a21oi_1 | 3 |
| and2_1 | 1 |
| and3_1 | 1 |
| and4_1 | 1 |
| buf_4 | 2 |
| clkbuf_1 | 1 |
| clkbuf_8 | 3 |
| clkdlybuf4s50_1 | 11 |
| dfxtp_1 | 15 |
| edfxtp_1 | 2 |
| ha_1 | 4 |
| ha_4 | 1 |
| inv_1 | 3 |
| mux2i_1 | 8 |
| mux4_2 | 2 |
| nand2_1 | 12 |
| nand2b_1 | 6 |
| nand3_1 | 7 |
| nand4_1 | 3 |
| nand4b_1 | 1 |
| nand4bb_1 | 1 |
| nor2_1 | 11 |
| nor2_2 | 1 |
| nor4_4 | 1 |
| o211a_1 | 1 |
| o21ai_0 | 1 |
| o221ai_2 | 1 |
| o22ai_1 | 1 |
| o311ai_1 | 1 |
| or2_1 | 1 |
| or4_1 | 1 |
| xnor2_1 | 5 |
| xor2_1 | 3 |
[power by group]
part | internal [mW] | total (mW) | leakage (nW) | switching [mW]
clock | 0.0942 | 0.171 | 0.0228 | 0.0765
sequential | 0.236 | 0.242 | 0.141 | 0.00614
combinational | 0.0237 | 0.0390 | 0.265 | 0.0154
[through the flow]
stage	power [mW]	utilization (%)	std cells	cell area (um^2)
after floorplan	0.267	-	104	991
after global placement	0.284	21.7	186	1190
after detailed placement	0.284	21.7	186	1190
after CTS	0.457	22.5	190	1230
after global routing	0.478	22.7	190	1240
final	0.452	22.7	190	1240
[timing repair]
action                     in CTS  in global routing
hold buffers                    0                  0
setup endpoints to repair       0                  1
gates resized                   0                  2
[routing by layer]
layer	up-vias	routed length (um)	global-route usage (%)
met5	-	0	0
met4	0	29	0.998
met3	4	150	1.68
met1	333	868	5.56
met2	11	758	6.52
li1	398	-	-
Power and IR drop assume default switching activity.
